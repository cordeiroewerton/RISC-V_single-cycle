**/design/flow/design.v**
```verilog
module Cont_M10(input logic clk, rst, output logic [3:0] cont);
    always@(posedge clk)begin
    if(rst == 0) begin
        cont = 0;
    end
    else
        if(cont < 9) begin
        cont = cont + 1;
        end
        else begin
        cont = 0;
        end
    end
endmodule
```
**/design/flow/run.sh**
```bash
#!/bin/bash
# OpenROAD 26Q1-2900-gdf79404cd8, Yosys 0.63+post, stock flow scripts
make -C /OpenROAD-flow-scripts/flow DESIGN_CONFIG=/design/flow/config.mk WORK_HOME=/design/flow/orfs finish
```
**/design/flow/config.mk**
```make
export PLATFORM = sky130hd
export DESIGN_NAME = Cont_M10
export DESIGN_NICKNAME = Cont_M10
export VERILOG_FILES = /design/flow/design.v
export SDC_FILE = /design/flow/constraint.sdc
export NUM_CORES = 4
export LEC_CHECK = 1
export CORE_AREA = 10 10 70 70
export DIE_AREA = 0 0 80 80
export SYNTH_HDL_FRONTEND = slang
```
**/design/flow/constraint.sdc**
```tcl
current_design Cont_M10

set clk_period 1.4
set clk_io_pct 0.2

create_clock -name clk0 -period $clk_period [get_ports {clk}]

set non_clock_inputs [all_inputs -no_clocks]
set_input_delay [expr $clk_period * $clk_io_pct] -clock clk0 $non_clock_inputs
set_output_delay [expr $clk_period * $clk_io_pct] -clock clk0 [all_outputs]
```
==> results.tsv <==
stage	metric	value	unit
route	drt_iter0_drc	4	
synth	synth.largest_area_cell	dfxtp_1	
clock_network	cts_hold_buf	0	
power	power.density	925	nW/um2
final_timing	maxSlewHeadroom	81.6	%
worst_setup_path	critPathArrivalTime	1060	ps
final_timing	finClkSkew	1.06	ps
power	leakage	0.000149	uW
synth	area_leaders	dfxtp_1, ha_1, inv_1	
final_timing	tns	0	ps
route	drcViolationCount	0	
route	drt_first_pass_iters	2	
floorplanning	die_x	80	um
floorplanning	initial_core_util	5.64	%
floorplanning	ios	6	
flow_run	openroad.warnings	26	
synth	synthCells	21	
placed_design	portBuffers	5	
finish	drive_above_1_share	27.6	%
final_timing	finalCriticalPeriod	1340	ps
worst_setup_path	cp-startpoint	cont[3]	
synth	synth.logic.top_family	simple AND/OR/NAND/NOR gates	
flow_run	maxCapViolCount	0	
synth	synth_flops	4	
synth	adder_share	13.0	%
route	diodes	0	
worst_setup_path	rrSetupSlack	250	ps
synth	ys_sh_aoi	8.44	%
worst_setup_path	cpPeakStageDelay	460	ps
global_route	grt_pass1_vias	177	
clock_network	clock_path_buffers	2	
worst_setup_path	cp.depth	1	
clock_network	htreeDepth	1	
route	antenna_left	0	
worst_setup_path	critPathLaunchType	flip-flop	
synth	yosysWarningCount	0	
worst_setup_path	path_class	reg -> out	
route	routedWlPerCell	7.21	um
worst_setup_path	crit_path_end_kind	output port	
synth	ys_chip_area	193	um2
synth	mux_share	0	%
final_timing	finalHoldViolations	0	
route	vias_per_cell	2.28	
status	status	finished, final reports clean	
global_route	grt_max_degree	7	
global_route	grt-ovfl-total	0	
synth	ys_cells	21	
finish	area_delta_synth_final	75.3	%
route	dr_total_vias	171	
worst_setup_path	cp-endpoint	cont[3]	
clock_network	clk_latency	230	ps
final_timing	setup_viol	0	
floorplanning	die_h	80	um
clock_network	cts-root-buf	clkbuf_4	
final_timing	finalClockPeriodUsage	95.6	%
route	wirelength	541	um
worst_setup_path	worstReg2RegEnd	cont[1]	
synth	postSynthSeqShare	41.6	%
synth	top_area_share	41.6	%
final_timing	maxSlewViolCount	0	
floorplanning	coreArea	3420	um2
floorplanning	rows	21	
worst_setup_path	reg2reg_depth	5	
synth	avgSynthCellArea	9.18	um2
global_route	antenna_found_initial	0	
worst_setup_path	cp_cell_sequence	clkdlybuf4s50_1	
final_timing	rsz0062_at_grt	no	
finish	largest_reg_flops	4	
worst_setup_path	crit_fanout	6	
synth	synth_cell_types	13	
worst_hold_path	holdCritPathClass	reg -> reg	
global_route	grt_pass1_wl	814	um
finish	fin_util	9.89	%
worst_setup_path	cp_slowest_cell	clkdlybuf4s50_1	
placed_design	place_congestion	0.639	
power	ir_worst_vdd	0.164	mV
worst_setup_path	crit_required	1120	ps
worst_setup_path	worstReg2RegStart	cont[0]	
final_timing	max_freq	747	MHz
synth	xor_share	0	%
global_route	track_usage	1.85	%
final_timing	tightest_slew	273	ps
synth	syn-cell-area	193	um2
finish	fill_cells	403	
worst_setup_path	cp_top_family	buffers and inverters	
floorplanning	die_area	6400	um2
worst_setup_path	worst-path-buf-inv	1	
clock_network	cts_buffers	3	
clock_network	cts.sinks	4	
clock_network	cts_tree	yes	
synth	simple_gate_share	29.2	%
clock_network	path_clk_slew	40	ps
worst register-to-register path: stages (launching register included):
cell and delay, ps:
dfxtp_4 350, inv_1 70, ha_1 200, inv_1 50, o21ai_0 240, and3_1 190
worst min-delay path by stage:
stage | startpoint | to | cells past startpoint
finish | cont[0] | cont[0] | 2
global route | cont[0] | cont[0] | 2
CTS | cont[0] | cont[0] | 2
layout make-up:
class,count,area (um2),area share [%]
clock buffer,3,22.5,6.67
inverter,4,15.0,4.44
multi-input combinational,13,97.6,28.9
sequential,4,90.1,26.7
tap,46,57.6,17.0
timing repair buffer,5,55.1,16.3
report_power, final:
part,internal [uW],total (uW),switching (uW)
Sequential,121,129,8.61
Clock,96.0,145,48.8
Combinational,24.0,38.2,14.2
Total,241,313,71.6
cells by family after synthesis:
logic type      Yosys count
simple gates              8
compound gates            3
flops                     4
fa+ha+maj                 2
buf+inv                   4
per-stage QoR:
step                      total power (uW)  cells  hold WS [ps]  setup WS, ps  instance area, um2
after floorplan                        147     21           402           372                 193
final                                  313     75           576          61.1                 338
after CTS                              324     75           565          18.7                 328
after global placement                 169     72           556           234                 300
after detailed placement               172     72           576           200                 300
after global routing                   345     75           624          14.8                 338
layout by cell type (no fill, tap or decap), drive strengths merged:
cell type | synthesis | routed
nor3b | 1 | 1
dlymetal6s2s | 0 | 2
clkbuf | 0 | 3
and3 | 2 | 2
ha | 2 | 2
dfxtp | 4 | 4
clkdlybuf4s50 | 0 | 3
nand2 | 1 | 1
and2 | 1 | 1
a31oi | 1 | 1
nand2b | 1 | 1
inv | 4 | 4
o21ai | 2 | 2
nor2b | 1 | 1
nand4b | 1 | 1
synthesized netlist by cell type:
| cell | number |
|---|---|
| a31oi_1 | 1 |
| and2_1 | 1 |
| and3_1 | 2 |
| dfxtp_1 | 4 |
| ha_1 | 2 |
| inv_1 | 4 |
| nand2_1 | 1 |
| nand2b_1 | 1 |
| nand4b_1 | 1 |
| nor2b_1 | 1 |
| nor3b_2 | 1 |
| o21ai_0 | 1 |
| o21ai_1 | 1 |
per-layer routing:
layer	GRT usage [%]	wire length, um	up-vias
met5	0	0	-
li1	-	-	86
met4	0.176	0	0
met1	1.72	210	74
met2	1.52	142	11
met3	3.86	189	0
what timing repair did:
item	4_1_cts	5_1_grt
resized	4	4
setup endpoints to repair	4	3
setup buffers	0	0
Power figures rest on the tool's default switching activity, not on a simulated workload.
