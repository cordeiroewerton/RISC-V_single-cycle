**flow/config.mk**
```make
export PLATFORM = sky130hd
export DESIGN_NAME = freq_div
export DESIGN_NICKNAME = freq_div
export VERILOG_FILES = /design/flow/design.v
export SDC_FILE = /design/flow/constraint.sdc
export NUM_CORES = 4
export LEC_CHECK = 1
export CORE_AREA = 10 10 96 96
export DIE_AREA = 0 0 106 106
export SYNTH_HDL_FRONTEND = slang
```
**flow/design.v**
```verilog
module freq_div(input logic clk_in, output logic clk_out = 0);
  parameter div = 50000000/2;
  int clk_temp=0;
  always@(posedge clk_in) begin
    if(clk_temp == div) begin
	   clk_out = ~clk_out;
		clk_temp = 0;
	 end
	 else begin
	   clk_temp = clk_temp + 1;
	 end
  end
endmodule
```
**flow/constraint.sdc**
```tcl
current_design freq_div

set clk_period 3.8
set clk_io_pct 0.2

create_clock -name clk0 -period $clk_period [get_ports {clk_in}]

set non_clock_inputs [all_inputs -no_clocks]
set_input_delay [expr $clk_period * $clk_io_pct] -clock clk0 $non_clock_inputs
set_output_delay [expr $clk_period * $clk_io_pct] -clock clk0 [all_outputs]
```
**flow/run.sh**
```bash
#!/bin/bash
# OpenROAD 26Q1-2900-gdf79404cd8, Yosys 0.63+post, stock flow scripts
make -C /OpenROAD-flow-scripts/flow DESIGN_CONFIG=/design/flow/config.mk WORK_HOME=/design/flow/orfs finish
```
==> results.yml <==
# generated from flow reports
yosys:
  edf_count: 1
  syn_area_um2: 1600
  ys_chip_area_um2: 1600
  synth-warning-count: 0
  top_cells_by_area: "dfxtp_1, xnor2_1, nand3_1, nand4_1, xor2_1"
  synthTopCellsByCount: "dfxtp_1, nand3_1, nand4_1, xnor2_1, nand2_1"
  top_cell_area_share: 0.400
  synth_top_cell_by_area: "dfxtp_1"
  ys_cells: 182
  yosysSeqAreaShare: 0.419
  top_cell: "dfxtp_1"
  syn_inst: 182
  syn_area_per_cell_um2: 8.80
  ys.flop_type: "dfxtp_1"
  synthArstFlopShare: 0
  yosysUniqueCellTypes: 30
  ys_ff: 33
die:
  die-area_um2: 11200
  core_area_um2: 7210
  rows: 31
  io-pin-count: 2
  core_util_floorplan: 0.222
  fp.dieW_um: 106
  chipHeight_um: 106
routing:
  post-route-drc-count: 0
  wl_um: 3340
  via_per_inst: 4.49
  drt-initial-drc-count: 71
  detail-route-antenna-nets: 0
  post_drt_wl_per_cell_um: 11.7
  vias: 1280
  diodes: 0
  drt_first_pass_iters: 6
pwr:
  power.net_switching_mw: 0.117
  p_seq_frac: 0.568
  clkPwrFrac: 0.432
  powerDensity_nw_per_um2: 338
  p_comb_frac: 0
  p_sw_frac: 0.191
  internal_power_mw: 0.495
  vdd_drop_max_mv: 0.0881
  p_leak_nw: 0.614
final_timing:
  worst_clock_skew_ns: 0.00821
  maxSlewHeadroom: 0.507
  fmax_ghz: 0.513
  tightestPinTransition_ns: 0.733
  setup_violations: 0
  rsz0062_at_grt: "false"
  setup_tns_ns: 0
  holdWs_ns: 0.467
  fin_crit_sh: 0.513
  final_max_slew_viol_count: 0
  min_period_ns: 1.95
  finalHoldViolations: 0
clock_network:
  cts_setup_buffers: 0
  numCtsBuffers: 5
  cts_resized: 0
  cts_root_buffer: "clkbuf_8"
  path_clk_slew_ns: 0.06
  hold_buffers: 0
  clock_latency_ns: 0.28
  cts_max_level: 2
  clk_path_buf_depth: 2
  tritoncts: "yes"
  cts.sinks: 33
global_routing:
  grt_max_degree: 12
  antenna_found_initial: 0
  grt_first_pass_wirelength_um: 5850
  globalRouteTotalUtil: 0.0614
  grt_pass1_vias: 1221
  overflow: 0
place:
  post-dp-hpwl_um: 2380
  place_congestion: 0.843
  io_buffers: 1
finish:
  area.growth.synth_to_final_pct: 13.2
  final_core_util: 0.251
  nFillCells: 807
  drive_gt1_frac: 0.0538
worst_setup_path:
  cp-start-kind: "register"
  end_kind: "register"
  cpPeakStageDelay_ns: 0.49
  crit_chain: "ha_1 > nand2_1 > or4_4 > or4_1 > a21oi_1"
  crit_path_max_fanout: 6
  worstPathRequired_ns: 4.01
  path_class: "reg -> reg"
  arrival_ns: 2.16
  worst_path_max_delay_cell: "or4_1"
job:
  openroad.warnings: 26
  maxCapViolCount: 0
min_path:
  hold_class: "reg -> reg"
outcome:
  status: "complete, no violations"
==> cell usage in the layout (no fill, tap or decap), drive strengths merged <==
master | netlist | final
and3 | 6 | 6
o31a | 1 | 1
nor2 | 9 | 9
nor3 | 3 | 3
nand3b | 1 | 1
o21ai | 7 | 7
nand4 | 15 | 15
clkdlybuf4s50 | 0 | 1
o31ai | 4 | 4
o211ai | 1 | 1
nor4 | 9 | 9
inv | 5 | 5
a41oi | 1 | 1
a21oi | 6 | 6
dfxtp | 32 | 32
and4 | 5 | 5
clkbuf | 7 | 8
buf | 0 | 2
or3 | 4 | 4
nand3 | 20 | 20
edfxtp | 1 | 1
nor4b | 3 | 3
or4 | 5 | 5
xnor2 | 14 | 14
ha | 2 | 2
and2 | 2 | 2
xor2 | 7 | 7
nand2 | 10 | 10
nor2b | 2 | 2
==> per-layer routing <==
layer	part of all wire	track usage	vias to the layer above
met1	0.52	0.0885	569
met4	0.0054	0.00774	0
met5	0	0	-
met2	0.43	0.0914	19
met3	0.039	0.0183	2
li1	-	-	690
==> power by group through the flow <==
stage	Combinational [mW]	Sequential (mW)	Clock [mW]
4_1_cts	0.000000299	0.347	0.277
5_1_grt	0.000000299	0.347	0.297
6_report	0.000000299	0.347	0.265
==> cell families (layout without fill, tap and decap cells) <==
logic type,after synthesis,after routing,share of synthesized area
compound gates,20,20,0.0750
buf+inv,12,16,0.0289
simple gates,94,94,0.347
xor+xnor,21,21,0.115
flops,33,33,0.419
fa+ha+maj,2,2,0.0156
==> registers in the layout, indices dropped and copies added, names as in the netlist <==
signal / count
clk_out: 1
clk_temp: 32
==> cell type report <==
type,count,area [um^2],area share
flip-flops and latches,33,671,0.370
multi-input cells,137,885,0.488
repair buffers,3,25.0,0.0138
inverters,5,18.8,0.0104
well taps,99,124,0.0683
clock buffers,8,90.1,0.0497
==> worst max-delay path, delay by kind of cell (launching register included) <==
family,cells,cell delay [ns]
fa+ha+maj,1,0.29
compound gates,1,0.16
flops,1,0.40
simple gates,3,1.04
==> stage by stage <==
step                power [mW]  area (um^2)  setup WS [ns]  instances
detailed placement       0.355         1720           1.89        277
global placement         0.355         1720           1.93        277
floorplan                0.355         1600           2.00        182
CTS                      0.624         1810           1.86        285
global route             0.644         1810           1.71        285
finish                   0.612         1810           1.85        285
==> worst paths after layout <==
check                                              from                       to  slack [ns]  depth (start not counted)
worst max-delay path             clk_temp[0]$_SDFF_PN0_  clk_temp[24]$_SDFF_PN0_        1.85                          5
worst min-delay path            clk_temp[31]$_SDFF_PN0_  clk_temp[31]$_SDFF_PN0_        0.47                          1
worst max register to register   clk_temp[0]$_SDFF_PN0_  clk_temp[24]$_SDFF_PN0_        1.85                          5
worst min register to register  clk_temp[31]$_SDFF_PN0_  clk_temp[31]$_SDFF_PN0_        0.47                          1
Power and IR drop assume default switching activity.
