<file path="./config.mk">
export PLATFORM = sky130hd
export DESIGN_NAME = decod
export DESIGN_NICKNAME = decod
export VERILOG_FILES = /design/flow/design.v
export SDC_FILE = /design/flow/constraint.sdc
export NUM_CORES = 4
export LEC_CHECK = 1
export CORE_AREA = 10 10 70 70
export DIE_AREA = 0 0 80 80
export SYNTH_HDL_FRONTEND = slang
</file>
<file path="./constraint.sdc">
current_design decod

set clk_period 1.2
set clk_io_pct 0.2

create_clock -name clk0 -period $clk_period

set non_clock_inputs [all_inputs -no_clocks]
set_input_delay [expr $clk_period * $clk_io_pct] -clock clk0 $non_clock_inputs
set_output_delay [expr $clk_period * $clk_io_pct] -clock clk0 [all_outputs]
</file>
<file path="./design.v">
module decod(input logic [3:0] in1, output logic[6:0] out1);
    always@(in1) begin
    case(in1)
        0: begin
        out1 = ~7'b0111111; 
        end
        1: begin
        out1 = ~7'b0000110; 
        end
        2: begin
        out1 = ~7'b1011011; 
        end
        3: begin
        out1 = ~7'b1001111; 
        end
        4: begin
        out1 = ~7'b1100110; 
        end
        5: begin
        out1 = ~7'b1101101; 
        end
        6: begin
        out1 = ~7'b1111101; 
        end
        7: begin
        out1 = ~7'b0000111; 
        end
        8: begin
        out1 = ~7'b1111111; 
        end
        9: begin
        out1 = ~7'b1101111; 
        end
        10: begin
        out1 = ~7'b1110111; 
        end
        11: begin
        out1 = ~7'b1111100; 
        end
        12: begin
        out1 = ~7'b0111001; 
        end
        13: begin
        out1 = ~7'b1011110; 
        end
        14: begin
        out1 = ~7'b1111001; 
        end
        15: begin
        out1 = ~7'b1110001; 
        end
        default: begin
        out1 = ~7'b0000000; 
        end
    endcase
    end
endmodule 
</file>
<file path="./run.sh">
#!/bin/bash
# OpenROAD 26Q1-2900-gdf79404cd8, Yosys 0.63+post, stock flow scripts
make -C /OpenROAD-flow-scripts/flow DESIGN_CONFIG=/design/flow/config.mk WORK_HOME=/design/flow/orfs finish
</file>
==> reports/results.tsv <==
stage	metric	value	unit
run_status	status	finished with violations	
run_status	violations	negative setup slack	
timing	maxSlewHeadroom	89.5	%
setup_path	path_max_fanout	5	
worst_hold_path	hold_path_class	input pin to primary output	
logic_synthesis	ys_chip_area	275	µm²
placement	gp_congestion	0.848	
logic_synthesis	top_cell_area_share	31.8	%
clock_network	hold_buffers	0	
global_route	grt_use_met2	6.90	%
route	avgRoutedWirePerCell	9.48	µm
finish	fillCellCount	382	
logic_synthesis	ys_warn_count	0	
finish	seq_cells	0	
route	finalWirelength	967	µm
timing	slew_violations	0	
timing	finalSetupViolCount	7	
power_and_ir_drop	cellPowerDensity	313	nW/µm²
power_and_ir_drop	ir_drop	0.0000964	V
die	die_y	80	µm
logic_synthesis	ys_types	15	
die	die_w	80	µm
setup_path	endpoint_kind	primary output	
placement	placed_cells	96	
logic_synthesis	yosys_cells	32	
job	drv_cap	0	
setup_path	startpoint_type	input pin	
global_route	grt_max_degree	8	
finish	instances_no_fill	102	
route	antenna_cells	0	
global_route	grt_pass1_vias	377	
global_route	grtUsageMet1	3.37	%
setup_path	critPathRequiredTime	960	ps
global_route	grt_util_all_layers	3.31	%
worst_hold_path	whs_path_depth	3	
finish	syn_to_final_growth	136	%
timing	period_used_share	125	%
global_route	grt_overflow	0	
timing	period_needed	1500	ps
global_route	globalRoute.busiestLayer	met2	
route	vias	320	
placement	hpwl	711	µm
setup_path	critPathKind	input pin to primary output	
timing	grt_setup_unrepaired	true	
route	route.detailed.drc	0	
logic_synthesis	synth_area_leader_cell	ha_1	
timing	fin_setup_tns	-1270	ps
timing	worst_pin_slew	152	ps
route	drt_iter0_drc	2	
job	openroad.warnings	41	
global_route	use_met3	0.341	%
global_route	grt_pass1_wl	1770	µm
timing	fmax	667	MHz
route	via_per_inst	3.14	
route	dr.pass1.iters	3	
setup_path	cp_data_arrival_time	1260	ps
die	fp-row-count	21	
logic_synthesis	syn_inst	32	
finish	clock_buffer_count	0	
logic_synthesis	syn_area	275	µm²
logic_synthesis	synthTopCellsByCount	ha_1, nor2_1, mux2i_1	
timing	holdWs	922	ps
die	coreArea	3420	µm²
finish	layout-drive-gt1-share	76.8	%
logic_synthesis	most_common_cell	ha_1	
logic_synthesis	postSynthSeqShare	0	%
die	chip_area	6400	µm²
logic_synthesis	synth.top_cells.by_area	ha_1, mux2i_1, mux4_1	
die	fp_util	8.06	%
power_and_ir_drop	leakage	0.285	nW
timing	finalWorstSetupSlack	-299	ps
die	io_pins	11	
logic_synthesis	avgSynthCellArea	8.60	µm²
power_and_ir_drop	power	203	µW
placement	place.port_buffers	11	
route	ant_nets	0	
timing	hold_viol	0	
global_route	antenna_found_initial	0	
finish	ff_latch_area	0	µm²
## cell families after synthesis
| group | after synthesis | synth area share [%] |
|---|---|---|
| AOI/OAI and AO/OA | 6 | 15.5 |
| adders and majority gates | 7 | 31.8 |
| buffers and inverters | 5 | 10.0 |
| muxes | 6 | 28.2 |
| and+or+nand+nor | 8 | 14.5 |
## cell usage in the layout, fill, tap and decap left out
| master | instances |
|---|---|
| buf_2 | 9 |
| or3b_1 | 1 |
| nor2_1 | 2 |
| a32o_2 | 1 |
| nand2_1 | 1 |
| dlygate4sd2_1 | 1 |
| ha_4 | 6 |
| and2b_2 | 1 |
| buf_4 | 8 |
| mux2_4 | 1 |
| nor2_2 | 3 |
| a22o_1 | 2 |
| ha_1 | 1 |
| inv_2 | 1 |
| mux4_2 | 1 |
| buf_12 | 2 |
| inv_12 | 1 |
| mux2i_2 | 1 |
| mux2i_1 | 3 |
| inv_8 | 1 |
| a21oi_2 | 1 |
| o21ai_1 | 2 |
| buf_6 | 6 |
## repair_timing
item | in CTS | in global routing
pin swaps | 9 | 5
endpoints found under the setup margin | 7 | 7
buffers inserted | 5 | 0
cloned | 1 | 0
resized | 65 | 3
## report_power, final
group          total [mW]  switching (mW)  internal [mW]
Clock                   0               0              0
Combinational       0.203          0.0819          0.121
Sequential              0               0              0
## through the flow
| step | cell area [µm²] | setup slack, ps | util (%) |
|---|---|---|---|
| 6_report | 649 | -299 | 19.0 |
| 2_1_floorplan | 318 | -16.8 | - |
| 5_1_grt | 649 | -376 | 19.0 |
| 3_5_place_dp | 537 | -1240 | 15.7 |
| 4_1_cts | 639 | -309 | 18.7 |
| 3_3_place_gp | 537 | -1230 | 15.7 |
## cell type report
cell class / instances / area (µm²) / share of cell area (%)
Multi-Input combinational cell: 27 / 339 / 52.2
Timing Repair Buffer: 26 / 221 / 34.1
Tap cell: 46 / 57.6 / 8.86
Inverter: 3 / 31.3 / 4.82
## path summary, 6_finish.rpt
check,start,endpoint,slack [ps]
worst min-delay path,in1[3],out1[3],920
worst max-delay path,in1[1],out1[0],-300
## metal layers
layer | vias up | share of wire (%)
met5 | - | 0
met4 | 0 | 2.0
met3 | 2 | 1.7
met2 | 4 | 58
met1 | 154 | 38
li1 | 160 | -
## critical path, stage by stage
cell	delay, ps
buf_12	110
inv_12	50
ha_4	110
and2b_2	210
or3b_1	340
o21ai_1	80
buf_2	110
No activity file was given, so power comes from the tool's default toggle rates.
